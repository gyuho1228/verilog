### design.v
module add32( 
   sum,
   i0, i1
   );
   input [31:0] i0, i1;
   output [31:0] sum;
   assign sum = i0 + i1;
endmodule
### run.sh
#!/bin/bash
# OpenROAD 26Q1-2900-gdf79404cd8, Yosys 0.63+post, stock flow scripts
make -C /OpenROAD-flow-scripts/flow DESIGN_CONFIG=/design/flow/config.mk WORK_HOME=/design/flow/orfs finish
### config.mk
export PLATFORM = sky130hd
export DESIGN_NAME = add32
export DESIGN_NICKNAME = add32
export VERILOG_FILES = /design/flow/design.v
export SDC_FILE = /design/flow/constraint.sdc
export NUM_CORES = 4
export LEC_CHECK = 1
export CORE_AREA = 10 10 107 107
export DIE_AREA = 0 0 117 117
### constraint.sdc
current_design add32

set clk_period 14.5
set clk_io_pct 0.2

create_clock -name clk0 -period $clk_period

set non_clock_inputs [all_inputs -no_clocks]
set_input_delay [expr $clk_period * $clk_io_pct] -clock clk0 $non_clock_inputs
set_output_delay [expr $clk_period * $clk_io_pct] -clock clk0 [all_outputs]
==> report_table.html <==
<h3>Run summary</h3>
<table>
<tr><th>Metric</th><th>Value</th></tr>
<tr><th colspan="2">Timing</th></tr>
<tr><td>Final count of pins violating max slew</td><td>0</td></tr>
<tr><td>Slew HR</td><td>61.86%</td></tr>
<tr><td>Setup repair after global routing missed its margin</td><td>false</td></tr>
<tr><td>Setup WS post-layout</td><td>5705 ps</td></tr>
<tr><td>Worst-margin pin slew</td><td>~560 ps</td></tr>
<tr><td>Fmax</td><td>113.7 MHz</td></tr>
<tr><td>Final count of negative-setup-slack endpoints</td><td>0</td></tr>
<tr><td>Fraction of the cycle the final worst path needs</td><td>60.65%</td></tr>
<tr><td>Worst hold slack</td><td>around 6800 ps</td></tr>
<tr><td>Final hold violation count</td><td>0</td></tr>
<tr><td>Summed negative setup slack over all endpoints</td><td>0 ps</td></tr>
<tr><td>Fin crit period</td><td>8795 ps</td></tr>
<tr><th colspan="2">Finish</th></tr>
<tr><td>Area growth from synthesis to final layout</td><td>60.55%</td></tr>
<tr><td>Most used logic cell in the final layout</td><td>sky130_fd_sc_hd__clkdlybuf4s50_1</td></tr>
<tr><td>Most numerous logic cells after layout</td><td>96 x sky130_fd_sc_hd__clkdlybuf4s50_1, 31 x sky130_fd_sc_hd__ha_1, 29 x sky130_fd_sc_hd__a21oi_1</td></tr>
<tr><td>Reg area</td><td>0 sq um</td></tr>
<tr><td>Layout cell share with drive strength beyond 1</td><td>3.067%</td></tr>
<tr><td>FFs &amp; Latches</td><td>0</td></tr>
<tr><td>Clock buffer count</td><td>0</td></tr>
<tr><th colspan="2">Place</th></tr>
<tr><td>Placement Setup Slack</td><td>between 5000 and 6000 ps</td></tr>
<tr><td>Gp weighted congestion</td><td>0.8280</td></tr>
<tr><td>Buffers on Ports</td><td>96</td></tr>
<tr><td>Placed wire-length estimate</td><td>5.556 mm</td></tr>
<tr><th colspan="2">Global routing</th></tr>
<tr><td>Wire length of the first global-routing pass</td><td>10.18 mm</td></tr>
<tr><td>Pin count of the biggest net entering global routing</td><td>11</td></tr>
<tr><td>Antenna violations before repair</td><td>1</td></tr>
<tr><td>GRT Util Overall</td><td>under 10%</td></tr>
<tr><td>Overall overflow remaining after global route</td><td>0</td></tr>
<tr><td>Number of global-route vias before repair</td><td>between 2000 and 2500</td></tr>
<tr><th colspan="2">Power</th></tr>
<tr><td>Net switching power</td><td>54.54 uW</td></tr>
<tr><td>Total leakage power</td><td>1.176 nW</td></tr>
<tr><td>PnR Total Power</td><td>between 100 and 150 uW</td></tr>
<tr><td>Sw Ratio</td><td>40.40%</td></tr>
<tr><td>Highest ir drop seen on vdd</td><td>~17 uV</td></tr>
<tr><td>Share of power burned in combinational logic</td><td>100.0%</td></tr>
<tr><td>Sequential share of power</td><td>0%</td></tr>
<tr><td>Cell internal power dissipation</td><td>80.45 uW</td></tr>
<tr><td>Total power density per cell area</td><td>between 40 and 50 nW/um^2</td></tr>
<tr><td>Clock Power Share</td><td>0%</td></tr>
<tr><th colspan="2">Worst hold path</th></tr>
<tr><td>Class of the tightest hold or removal check</td><td>in -&gt; out</td></tr>
<tr><td>Worst hold start</td><td>i1[0]</td></tr>
<tr><th colspan="2">Setup path</th></tr>
<tr><td>Critical path peak fanout</td><td>4</td></tr>
<tr><td>Endpoint kind of the worst setup timing path</td><td>output port</td></tr>
<tr><td>Crit path kind</td><td>in -&gt; out</td></tr>
<tr><td>Req. time, crit path</td><td>roughly 12000 ps</td></tr>
<tr><td>Crit start category</td><td>input port</td></tr>
<tr><td>Arr. time, crit path</td><td>5890 ps</td></tr>
<tr><td>Crit path launch</td><td>i0[0]</td></tr>
<tr><th colspan="2">Run status</th></tr>
<tr><td>Outcome</td><td>complete, no violations</td></tr>
<tr><th colspan="2">Drt</th></tr>
<tr><td>Number of inserted diodes</td><td>0</td></tr>
<tr><td>Total via count in the routed design</td><td>about 2100</td></tr>
<tr><td>DRC errors left</td><td>0</td></tr>
<tr><td>Detail-routed via count per cell</td><td>4.854</td></tr>
<tr><td>Starting DRT DRC Count</td><td>between 80 and 90</td></tr>
<tr><td>Antenna viol nets, final</td><td>0</td></tr>
<tr><td>Average wire length per cell after detail routing</td><td>14.34 microns</td></tr>
<tr><td>DRT Pass-1 Iters</td><td>4</td></tr>
<tr><td>Post-Route WL</td><td>~6.3 mm</td></tr>
<tr><th colspan="2">Logic synthesis</th></tr>
<tr><td>Mean post-synth cell area</td><td>7.237 sq um</td></tr>
<tr><td>Seq/Total Area, Yosys</td><td>0%</td></tr>
<tr><td>Cell area after synthesis</td><td>about 1700 sq um</td></tr>
<tr><td>Yosys Chip Area</td><td>roughly 1700 sq um</td></tr>
<tr><td>Tally of yosys warning messages</td><td>0</td></tr>
<tr><td>Cell count listed in synth_stat.txt</td><td>241</td></tr>
<tr><td>Count of cell types in the netlist</td><td>50</td></tr>
<tr><td>Post-Syn Instances</td><td>241</td></tr>
<tr><th colspan="2">Floorplan</th></tr>
<tr><td>Height of the chip</td><td>~120 microns</td></tr>
<tr><td>Initial standard-cell utilization of the core</td><td>between 10% and 20%</td></tr>
<tr><td>IO Pins</td><td>96</td></tr>
<tr><td>Area of the core region</td><td>9196 sq um</td></tr>
<tr><td>Die span in x</td><td>117 microns</td></tr>
<tr><td>Die Footprint</td><td>roughly 14000 sq um</td></tr>
<tr><td>Row Count</td><td>35</td></tr>
<tr><th colspan="2">Job</th></tr>
<tr><td>Number of maximum-capacitance constraint violations</td><td>0</td></tr>
<tr><td>Total number of warnings across the stage logs</td><td>32</td></tr>
<tr><th colspan="2">CTS</th></tr>
<tr><td>Resize count post-CTS</td><td>0</td></tr>
<tr><td>Post-CTS Hold Fix Bufs</td><td>0</td></tr>
<tr><td>Post-CTS setup buffer count</td><td>0</td></tr>
</table>
synthesized netlist by cell type, drive strengths merged, types with 2 or more instances:
cell	count	area, sq um
ha	31	387.9
a21oi	29	145.1
a21o	19	142.6
nand2	18	67.56
o21ai	15	78.82
xor2	15	131.4
xnor2	13	113.9
nor2	12	45.04
nand3	10	50.05
clkbuf	8	30.03
nand4	8	50.05
inv	6	22.52
o21bai	5	48.80
nor3	4	20.02
a211oi	3	22.52
a311oi	3	43.80
a31oi	3	18.77
buf	3	13.76
o211ai	3	22.52
or2	3	18.77
mux2i	2	20.02
nand2b	2	12.51
o21a	2	15.01
o221ai	2	17.52
o311ai	2	17.52
metal layers:
| metal | track usage, % | vias up | wire, microns |
|---|---|---|---|
| met4 | 0 | 2 | 1 |
| met2 | 15.11 | 69 | 2855 |
| met1 | 11.44 | 957 | 2737 |
| met3 | 3.199 | 2 | 660 |
| li1 | - | 1091 | - |
| met5 | 0 | - | 13 |
area by class of cell:
class,instances,area [sq um]
timing repair buffer,96,960.9
multi-input combinational,224,1678
inverter,6,22.52
fill,974,6396
tap,111,138.9
worst paths after layout:
check / endpoint / slack (ps) / cells after the start
min: sum[0] / 6830 / 3
max: sum[26] / 5710 / 11
worst max-delay path, cell delays in order:
cell and delay [ps]:
sky130_fd_sc_hd__clkdlybuf4s50_1 410, sky130_fd_sc_hd__ha_1 240, sky130_fd_sc_hd__fa_1 400, sky130_fd_sc_hd__a21o_1 220, sky130_fd_sc_hd__a31o_2 280, sky130_fd_sc_hd__nand3_1 90, sky130_fd_sc_hd__o221ai_1 230, sky130_fd_sc_hd__a311oi_1 370
sky130_fd_sc_hd__o21bai_1 110, sky130_fd_sc_hd__xor2_1 140, sky130_fd_sc_hd__clkdlybuf4s50_1 500
metrics by stage:
| stage | instance area [sq um] | cells | util [%] |
|---|---|---|---|
| finish | 2800 | 437 | 30.45 |
| global route | 2800 | 437 | 30.45 |
| CTS | 2800 | 437 | 30.45 |
| detailed placement | 2800 | 437 | 30.45 |
| global placement | 2800 | 437 | 30.45 |
| floorplan | 1744 | 241 | - |
power groups by stage:
stage | logic [mW] | registers, mW | clock network (mW)
after CTS | 0.137 | 0 | 0
after global routing | 0.151 | 0 | 0
final | 0.135 | 0 | 0
kinds of logic after synthesis:
family	synth area share, %
adder cells (fa/ha/maj)	23.39
XOR/XNOR	14.06
AND/OR/NAND/NOR	18.29
AND-OR/OR-AND	39.31
buffers and inverters	3.802
multiplexers	1.148
Power is estimated from default activity; no workload was simulated.
