<file path="run.sh">
#!/bin/bash
# OpenROAD 26Q1-2900-gdf79404cd8, Yosys 0.63+post, stock flow scripts
make -C /OpenROAD-flow-scripts/flow DESIGN_CONFIG=/design/flow/config.mk WORK_HOME=/design/flow/orfs finish
</file>
<file path="config.mk">
export PLATFORM = sky130hd
export DESIGN_NAME = alu
export DESIGN_NICKNAME = alu
export VERILOG_FILES = /design/flow/design.v
export SDC_FILE = /design/flow/constraint.sdc
export NUM_CORES = 4
export LEC_CHECK = 1
export CORE_UTILIZATION = 30
</file>
<file path="constraint.sdc">
current_design alu

set clk_period 36.3
set clk_io_pct 0.2

create_clock -name clk0 -period $clk_period

set non_clock_inputs [all_inputs -no_clocks]
set_input_delay [expr $clk_period * $clk_io_pct] -clock clk0 $non_clock_inputs
set_output_delay [expr $clk_period * $clk_io_pct] -clock clk0 [all_outputs]
</file>
<file path="design.v">
module add32_gen( 
		 sum,
		 i0, i1
		 );
   parameter N = 32;
   input [N-1:0] i0, i1;
   output [N-1:0] sum;
   wire [N:0]	  c;			 
   wire [N-1:0]	  r;			 
   genvar	  i;
   generate
      for(i = 0; i < N; i  = i + 1) 
	begin : adder
	   fulladder add( 
			 .r			(sum[i]),
			 .co			(c[i+1]),
			 .a			(i0[i]),
			 .b			(i1[i]),
			 .ci			(c[i]));
	end
   endgenerate
   assign c[0] = 0;
endmodule  
module fulladder (a, b, ci, r, co);
   input a, b, ci;
   output r, co;
   assign r = a^b^ci;
   assign co = (a&b)|((a^b)&ci);
endmodule
module alu ( 
   r,
   a, b, f
   );
   input [31:0] a, b;
   input [2:0]	f;
   output [31:0] r;
   wire [31:0]		diff;			 
   wire [31:0]		out, out2;			 
   wire [31:0]		prod;			 
   wire [31:0]		sum;			 
   mux32two adder_mux ( 
		       .out		(out[31:0]),
		       .i0		(b),
		       .i1		(32'b1),
		       .sel		(f[0]));
   mux32two sub_mux ( 
		     .out		(out2),
		     .i0		(b),
		     .i1		(32'b1),
		     .sel		(f[0]));
   add32_gen our_adder ( 
		    .sum		(sum[31:0]),
		    .i0			(a),
		    .i1			(out));
   sub32_gen our_substracter ( 
			  .diff			(diff[31:0]),
			  .i0			(a),
			  .i1			(out2));
   mul16 our_multiflier ( 
			 .prod			(prod[31:0]),
			 .i0			(a[15:0]),
			 .i1			(b[15:0]));
   mux32three output_mux ( 
			  .out			(r),
			  .i0			(sum),
			  .i1			(diff),
			  .i2			(prod),
			  .sel			(f[2:1]));
endmodule
module mul16( 
   prod,
   i0, i1
   );
   input [15:0] i0, i1;
   output [31:0] prod;
   assign prod = i0 * i1;
endmodule
module mux32three( 
   out,
   i0, i1, i2, sel
   );
   input [31:0] i0, i1, i2;
   input [1:0]	sel;
   output reg [31:0]	 out;
   always @ (i0 or i1 or i2 or sel)
     begin
	case(sel)
	  0: out = i0;
	  1: out = i1;
	  2: out = i2;
	  default: out = 32'bx;
	endcase  
     end
endmodule
module mux32two( 
   out,
   i0, i1, sel
   );
   input [31:0] i0, i1;
   input	sel;
   output [31:0] out;
   assign out = sel ? i1 : i0;
endmodule
module sub32_gen( 
		 diff,
		 i0, i1
		 );
   parameter N = 32;
   input [N-1:0] i0, i1;
   output [N-1:0] diff;
   wire [N-1:0]	  ii1;
   wire [N:0]	  c;			 
   wire [N-1:0]	  r;			 
   assign ii1 = i1^{N{1'b1}};
   genvar	  i;
   generate
      for(i = 0; i < N; i  = i + 1) 
	begin : adder
	   fulladder add( 
			 .r			(diff[i]),
			 .co			(c[i+1]),
			 .a			(i0[i]),
			 .b			(ii1[i]),
			 .ci			(c[i]));
	end
   endgenerate
   assign c[0] = 1;
endmodule  
</file>
==> notes.md <==
Here are the numbers from the latest Yosys + OpenROAD run.

Across the run, the number of max-cap violations was 0. The worst path required time is 29.04 ns. The library cell contributing the largest single delay on the critical path is clkdlybuf4s50_1. The sort of element at the end of the critical path is an output port.

The via count of the first global-routing pass was 8786. Summed over all instances, the cell type with the most area after synthesis is fa_1. The highest clock frequency the design can meet is 33.7 MHz.

Dividing the synthesized area by the synthesized cell count gives 8.50 µm². STA shows the worst min-delay path finishing at r[17]. The distinct cell type count of the synthesized netlist is 52.

The area occupied by registers came out at 0 µm². The first-pass GRT wire length came out at 45.7 mm. The first-pass detailed-route iteration total is 23. The post-detailed-route DRC marker count is 0.

The count of nets left with antenna violations once routing finished came out at 0. The worst setup path is launched from a primary input.

The final timing report derives a shortest allowable period of 29.64 ns. The timing report shows the most common cell along the critical path to be fa_1. Per the post-synthesis report, the number of cells in the design is 1286. Yosys attributes the largest share of cell area to fa_1 (47%), ha_1 (12%), inv_1 (9.3%).

The final antenna diode count came out at 0. The number of gates resized after CTS came out at 0. The DRC marker count from the first detailed-route iteration is 275. The core box area is 35700 µm². The warning total across the stage logs came out at 35. The total congestion overflow is 0. The class of the worst hold path is primary input to output port. The hold path depth came out at 5.

The total global routing track utilization is 16.3%. The count of hold-fix buffers inserted at cts came out at 0. The overall routed net length came out at 27.4 mm. The run finished with clean final reports. In this run the tool buffered the top-level ports with 99 buffer cells. The detailed-route wire length per cell came out at 15.2 µm. The largest fanout on the critical path is 17. The fraction of layout instances using a drive strength above 1 is 2.75%. The final route contains 8606 vias. The largest net degree at the start of global routing is 64. Dividing the detail-routed via count by the number of cells gives 4.76.

Sequential elements use 0% of the synthesized area. The data arrival time of the critical path is 22.38 ns. The highest cell delay on the worst timing path came out at 0.74 ns.

The initial antenna violation count is 0. The floorplan report gives the top-level pin count as 99. The origin of the worst min-delay path is b[17].

The die covers 37200 µm². The number of failing setup endpoints in the final timing report is 0. The final worst-path cycle share is 81.7%. The count of endpoints failing hold in the final timing report is 0. The total of clock buffers placed in the layout is 0.

For this run the detailed placement stage logged an HPWL of 22.9 mm. Per the layout report, the design carries 3709 filler cells. The number of post-CTS setup repair buffers is 0. The worst max-slew margin expressed relative to the limit came out at 47.4%. Max-slew check failures listed in the final report amount to 0. The cell area after synthesis is 10900 µm².

The horizontal die dimension is 193 µm. Looking at the max-slew report, the worst-margin pin has a slew of 0.786 ns. The final design area excluding fillers came out at 12500 µm².

The total placed instance area is 12500 µm². The chip area in the Yosys report came out at 10900 µm². The height of the die came out at 193 µm. The worst setup path is of the primary input to output port kind. The floorplan-stage core utilization came out at 30.6%. In the Yosys report the total cell count is 1286.

The number of warnings reported in the yosys synthesis log came out at 1. The row count came out at 69. Setup repair after global routing left no endpoint under its margin.

The top-area cell type share of the netlist area is 46.5%. The flip-flop and latch count came out at 0. The final RePlAce weighted congestion is 0.907.

Per the run report, area growth between synthesis and finish was 14.0%. The total negative slack came out at 0 ns.
[metal layers]
metal	GRT usage, %	vias to the layer above	share of wire [%]
met2	25.8	253	47
met5	0	-	0
met1	24.3	4296	45
met3	3.86	23	6.8
met4	1.73	0	1.1
li1	-	4034	-
[kinds of logic after synthesis]
kind of cell,synth area share [%]
mux,0.469
fa+ha+maj,59.0
buf+inv,11.8
compound gates,8.36
xor+xnor,2.32
simple gates,18.1
[worst max-delay path by stage]
stage / start / endpoint / cells after the start / slack [ns]
after CTS: b[0] / r[30] / 38 / 6.57
after global routing: b[0] / r[30] / 38 / 5.90
final: b[0] / r[30] / 38 / 6.66
[cell usage after synthesis, types with 8 or more instances]
library cell / instances
a21o_1: 14
a21oi_1: 38
a22oi_1: 9
and2_1: 90
and3_1: 8
clkbuf_1: 65
fa_1: 254
ha_1: 109
inv_1: 271
nand2_1: 227
nand2b_1: 34
nor2_1: 20
o21ai_0: 24
o221ai_1: 10
xnor2_1: 21
xor2_1: 8
[per-stage QoR]
step	instances	hold WS, ns	setup slack (ns)	utilization, %
after detailed placement	1807	15.81	6.57	34.8
final	1807	15.81	6.66	34.8
after global routing	1807	15.87	5.90	34.8
after CTS	1807	15.82	6.57	34.8
after global placement	1807	15.82	6.78	34.8
after floorplan	1286	14.64	8.25	-
[area by class of cell]
| type | instances | area (µm²) | area share [%] |
|---|---|---|---|
| Inverter | 271 | 1020 | 8.17 |
| Timing Repair Buffer | 129 | 1220 | 9.76 |
| Tap cell | 461 | 577 | 4.63 |
| Multi-Input combinational cell | 946 | 9650 | 77.4 |
[layout by cell type (no fill, tap or decap), types with 6 or more instances in the layout]
| master | count |
|---|---|
| a21o_1 | 14 |
| a21oi_1 | 38 |
| a221oi_1 | 6 |
| a22oi_1 | 9 |
| and2_1 | 90 |
| and3_1 | 8 |
| buf_4 | 30 |
| clkdlybuf4s50_1 | 99 |
| fa_1 | 254 |
| ha_1 | 108 |
| inv_1 | 271 |
| nand2_1 | 227 |
| nand2b_1 | 34 |
| nand3_1 | 7 |
| nand4_1 | 6 |
| nor2_1 | 20 |
| o21ai_0 | 24 |
| o221ai_1 | 10 |
| xnor2_1 | 21 |
| xor2_1 | 8 |
[critical path: cells and delay by family]
kind	cells	cell delay, ns
simple gates	2	0.52
fa+ha+maj	31	13.03
buf+inv	2	1.25
compound gates	3	0.27
