`flow/config.mk`:
```
export PLATFORM = sky130hd
export DESIGN_NAME = alu_new
export DESIGN_NICKNAME = alu_new
export VERILOG_FILES = /design/flow/design.v
export SDC_FILE = /design/flow/constraint.sdc
export NUM_CORES = 4
export LEC_CHECK = 1
export CORE_UTILIZATION = 30
```
`flow/constraint.sdc`:
```
current_design alu_new

set clk_period 35.3
set clk_io_pct 0.2

create_clock -name clk0 -period $clk_period

set non_clock_inputs [all_inputs -no_clocks]
set_input_delay [expr $clk_period * $clk_io_pct] -clock clk0 $non_clock_inputs
set_output_delay [expr $clk_period * $clk_io_pct] -clock clk0 [all_outputs]
```
`flow/design.v`:
```
module add32_gen( 
		 sum,
		 i0, i1
		 );
   parameter N = 32;
   input [N-1:0] i0, i1;
   output [N-1:0] sum;
   wire [N:0]	  c;			 
   wire [N-1:0]	  r;			 
   genvar	  i;
   generate
      for(i = 0; i < N; i  = i + 1) 
	begin : adder
	   fulladder add( 
			 .r			(sum[i]),
			 .co			(c[i+1]),
			 .a			(i0[i]),
			 .b			(i1[i]),
			 .ci			(c[i]));
	end
   endgenerate
   assign c[0] = 0;
endmodule  
module fulladder (a, b, ci, r, co);
   input a, b, ci;
   output r, co;
   assign r = a^b^ci;
   assign co = (a&b)|((a^b)&ci);
endmodule
module alu_new ( 
   r,
   a, b, f
   );
   input [31:0] a, b;
   input [3:0]	f;
   output [31:0] r;
   wire [31:0]		diff;			 
   wire [31:0]		out, out2;			 
   wire [31:0]		prod;			 
   wire [31:0]		sum;			 
   wire [31:0]		o0;
   wire [31:0]		o1;
   wire [31:0]		o2;
   wire [31:0]		o3;
   wire [31:0]		o4;
   mux32two adder_mux ( 
		       .out		(out[31:0]),
		       .i0		(b),
		       .i1		(32'b1),
		       .sel		(f[0]));
   mux32two sub_mux ( 
		     .out		(out2),
		     .i0		(b),
		     .i1		(32'b1),
		     .sel		(f[0]));
   add32_gen our_adder ( 
		    .sum		(sum[31:0]),
		    .i0			(a),
		    .i1			(out));
   sub32_gen our_substracter ( 
			  .diff			(diff[31:0]),
			  .i0			(a),
			  .i1			(out2));
   mul16 our_multiflier ( 
			 .prod			(prod[31:0]),
			 .i0			(a[15:0]),
			 .i1			(b[15:0]));
   and32 our_and ( 
		  .o			(o0),
		  .i0			(a[31:0]),
		  .i1			(b[31:0]));
   or32 our_or ( 
		.o			(o1),
		.i0			(a[31:0]),
		.i1			(b[31:0]));
   not32 our_not ( 
		  .o			(o2),
		  .i0			(a[31:0]));
   xor32 our_xor ( 
		  .o			(o3),
		  .i0			(a[31:0]),
		  .i1			(b[31:0]));
   shift32 our_shift ( 
		      .shift		(o4),
		      .i0		(a[31:0]),
		      .i1		(b[31:0]));  
   mux32eight output_mux ( 
			  .out			(r),
			  .i0			(sum),
			  .i1			(diff),
			  .i2			(prod),
			  .i3			(o0),
			  .i4			(o1),
			  .i5			(o2),
			  .i6			(o3),
			  .i7			(o4),
			  .sel			(f[3:1]));
endmodule
module and32( 
   o,
   i0, i1
   );
   input [31:0] i0, i1;
   output [31:0] o;
   assign o = i0 & i1;
endmodule
module mul16( 
   prod,
   i0, i1
   );
   input [15:0] i0, i1;
   output [31:0] prod;
   assign prod = i0 * i1;
endmodule
module mux32eight( 
   out,
   i0, i1, i2, i3, i4, i5, i6, i7, sel
   );
   input [31:0] i0, i1, i2, i3, i4, i5, i6, i7;
   input [2:0]	sel;
   output reg [31:0]	 out;
   always @ (i0 or i1 or i2 or i3 or i4 or i5 or i6 or i7 or sel)
     begin
	case(sel)
	  0: out = i0;
	  1: out = i1;
	  2: out = i2;
	  3: out = i3;
	  4: out = i4;
	  5: out = i5;
	  6: out = i6;
	  7: out = i7;
	  default: out = 32'bz;
	endcase  
     end
endmodule
module mux32two( 
   out,
   i0, i1, sel
   );
   input [31:0] i0, i1;
   input	sel;
   output [31:0] out;
   assign out = sel ? i1 : i0;
endmodule
module not32( 
   o,
   i0
   );
   input [31:0] i0;
   output [31:0] o;
   assign o = ~i0;
endmodule
module or32( 
   o,
   i0, i1
   );
   input [31:0] i0, i1;
   output [31:0] o;
   assign o = i0 | i1;
endmodule
module shift32( 
   shift,
   i0, i1
   );
   input [31:0] i0, i1;
   output [31:0] shift;
   assign shift = i0 << i1;
endmodule
module sub32_gen( 
		 diff,
		 i0, i1
		 );
   parameter N = 32;
   input [N-1:0] i0, i1;
   output [N-1:0] diff;
   wire [N-1:0]	  ii1;
   wire [N:0]	  c;			 
   wire [N-1:0]	  r;			 
   assign ii1 = i1^{N{1'b1}};
   genvar	  i;
   generate
      for(i = 0; i < N; i  = i + 1) 
	begin : adder
	   fulladder add( 
			 .r			(diff[i]),
			 .co			(c[i+1]),
			 .a			(i0[i]),
			 .b			(ii1[i]),
			 .ci			(c[i]));
	end
   endgenerate
   assign c[0] = 1;
endmodule  
module xor32( 
   o,
   i0, i1
   );
   input [31:0] i0, i1;
   output [31:0] o;
   assign o = i0 ^ i1;
endmodule
```
`flow/run.sh`:
```
#!/bin/bash
# OpenROAD 26Q1-2900-gdf79404cd8, Yosys 0.63+post, stock flow scripts
make -C /OpenROAD-flow-scripts/flow DESIGN_CONFIG=/design/flow/config.mk WORK_HOME=/design/flow/orfs finish
```
==> flow_metrics.tcl <==
# metrics dict for downstream scripts
set metrics [dict create \
    syn-cell-area_sq_um 14400 \
    finalSetupTns_ns 0 \
    critPathMaxStageDelay_ns 0.70 \
    postSynthSeqShare 0 \
    initial_core_util 0.306 \
    yosysChipArea_sq_um 14400 \
    grt_usage 0.233 \
    cp.required_ns 28.24 \
    hold_viol 0 \
    p_leak_nw 7.77 \
    setup_viol 0 \
    yosys_warnings 2 \
    overflow 0 \
    cap_violations 0 \
    ff_count 0 \
    nFillCells 4867 \
    dp_slack_ns 5.02 \
    worst_pin_slew_ns 0.790 \
    fmax_mhz 33.2 \
    grt_max_degree 65 \
    area_growth_pct 11.2 \
    finalWorstSetupSlack_ns 5.18 \
    powerDensity_nw_per_um2 77.3 \
    finalCritPeriodShare 0.853 \
    io_pins 100 \
    relSlewSlack 0.473 \
    logic_area_sq_um 12700 \
    fp.dieW_um 221 \
    num_vias 13000 \
    chip_area_sq_um 48800 \
    viasPerCell 5.24 \
    first_iter_violations 891 \
    yosys_cells 1833 \
    dieHeight_um 221 \
    cts_hold_buf 0 \
    cp-endpoint "r[31]" \
    grt_pass1_wl_um 82700 \
    finalCriticalPeriod_ns 30.12 \
    layout-drive-gt1-share 0.0440 \
    arrival_ns 23.06 \
    antenna_found_initial 1 \
    first_global_vias 13500 \
    peakVddDrop_v 0.000128 \
    wl_per_cell_um 21.3 \
    port_buffers 100 \
    placement_rows 79 \
    critPathSlowestCell "clkdlybuf4s50_1" \
    seqCellArea_sq_um 0 \
    crit_fanout 16 \
    ant_nets 0 \
    firstDrtPassIters 5 \
    drc 0 \
    holdPathStages 5 \
    critPathCaptureType "output port" \
    ctsResizeCount 0 \
    clkbuf_count 0 \
    hold_path_class "in2out" \
    cpMostUsedCell "fa_1" \
    coreArea_sq_um 47000 \
    postCtsSetupRepairBufs 0 \
    final_layout_top_logic_cell "inv_1" \
    startpoint "a[0]" \
    dpl.cell_count 2471 \
    finalNonFillerCells 2471 \
    wl_um 52600 \
    rsz0062_at_grt "false" \
    status "completed" \
    synthesis.instances 1833 \
    start_kind "input pin" \
    warnings 66 \
    synthDistinctLibCells 64 \
    final_cell_mix "inv_1 (337), nand2_1 (255), fa_1 (254)" \
    dp_hpwl_um 41800 \
    slew_viol_final 0 \
    avgSynthCellArea_sq_um 7.85 \
    insertedDiodeCount 0 \
    globalplace.congestion 0.992 \
    worstSetupPathType "in2out" \
]
-- metrics by stage --
step,hold slack (ns),util,instance area (sq um),total power (W)
4_1_cts,14.95,0.341,16000,0.00124
6_report,14.95,0.341,16000,0.00124
3_3_place_gp,14.96,0.341,16000,0.00123
2_1_floorplan,14.31,-,14400,0.000846
3_5_place_dp,14.94,0.341,16000,0.00123
5_1_grt,14.98,0.341,16000,0.00139
-- final cells by class --
| type | instances | share of cell area |
|---|---|---|
| inverters | 344 | 0.0807 |
| multi-input cells | 1378 | 0.791 |
| well taps | 607 | 0.0475 |
| repair buffers | 142 | 0.0804 |
-- cells by family (layout without fill, tap and decap cells) --
group           count (synthesis)  in the layout  synth area share
simple gates                  533            533             0.156
buf+inv                       455            486             0.120
fa+ha+maj                     425            425             0.502
compound gates                314            314             0.138
mux                            81             81            0.0694
xor+xnor                       25             25            0.0152
-- worst min path at each step --
| stage | startpoint | end | slack, ns |
|---|---|---|---|
| after CTS | f[1] | r[29] | 14.95 |
| after global routing | f[1] | r[29] | 14.98 |
| final | f[1] | r[29] | 14.95 |
-- layer usage --
layer  wire length [um]  part of all wire  track usage
met5                 13           0.00025            0
met4               1430             0.027       0.0512
met3               7180              0.14        0.115
met2              22200              0.42        0.331
met1              21800              0.41        0.325
-- critical path, delay by kind of cell --
kind	cells	cell delay, ns
buffers and inverters	4	1.79
adder cells (fa/ha/maj)	31	13.07
XOR/XNOR	1	0.19
AND/OR/NAND/NOR	1	0.10
AND-OR/OR-AND	5	0.83
-- power breakdown --
group / switching, W / internal, W / total, W
Clock: 0 / 0 / 0
Combinational: 0.000753 / 0.000483 / 0.00124
Sequential: 0 / 0 / 0
Total: 0.000753 / 0.000483 / 0.00124
-- cells in the mapped netlist, types with 10 or more instances --
cell type	n	area, sq um
a21oi_1	109	546
inv_1	337	1260
xnor2_1	14	123
clkbuf_1	79	297
o21ai_0	50	250
mux4_2	14	315
buf_2	14	70.1
a31oi_1	16	100
nor2_1	167	627
nand2_1	255	957
buf_1	18	67.6
xor2_1	11	96.3
mux2i_1	57	571
o21a_1	10	75.1
a221oi_1	13	114
nor3_1	18	90.1
nand3_1	17	85.1
fa_1	254	5080
o21ai_1	11	55.1
o22ai_1	31	194
ha_1	171	2140
nand2b_1	34	213
No activity file was given, so power comes from the tool's default toggle rates.
